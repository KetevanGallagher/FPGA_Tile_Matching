$ cat run.sh
#!/bin/bash
# OpenROAD 26Q1-2900-gdf79404cd8, Yosys 0.63+post, stock flow scripts
make -C /OpenROAD-flow-scripts/flow DESIGN_CONFIG=/design/flow/config.mk WORK_HOME=/design/flow/orfs finish
$ cat config.mk
export PLATFORM = sky130hd
export DESIGN_NAME = FPGAdisplay
export DESIGN_NICKNAME = FPGAdisplay
export VERILOG_FILES = /design/flow/design.v
export SDC_FILE = /design/flow/constraint.sdc
export NUM_CORES = 4
export LEC_CHECK = 1
export CORE_AREA = 10 10 94 94
export DIE_AREA = 0 0 104 104
$ cat constraint.sdc
current_design FPGAdisplay

set clk_period 1.4
set clk_io_pct 0.2

create_clock -name clk0 -period $clk_period

set non_clock_inputs [all_inputs -no_clocks]
set_input_delay [expr $clk_period * $clk_io_pct] -clock clk0 $non_clock_inputs
set_output_delay [expr $clk_period * $clk_io_pct] -clock clk0 [all_outputs]
$ cat design.v
module FPGAdisplay(userquit, ingameOn, gameOver, hex0hldr, hex2hldr, hex3hldr, hex4hldr, hex5hldr, ledrhldr, LEDR, HEX0, HEX1, HEX2, HEX3, HEX4, HEX5);
input userquit, ingameOn, gameOver;
input [3:0] hex0hldr, hex2hldr, hex3hldr, hex4hldr, hex5hldr;
input [9:0] ledrhldr;
output [9:0] LEDR;
output [6:0] HEX0, HEX1, HEX2, HEX3, HEX4, HEX5;
hex_7seg mode (hex0hldr, HEX0);
hex_7seg game01(4'b1111, HEX1);
hex_7seg game2 (hex2hldr, HEX2);
hex_7seg game3 (hex3hldr, HEX3);
hex_7seg game4 (hex4hldr, HEX4);
hex_7seg game5 (hex5hldr, HEX5);
assign LEDR = ledrhldr;
endmodule
module hex_7seg(C, h);
	input [3:0] C;
	output reg [6:0] h;
	always @(*) 
	begin
		case(C)
			4'h0: h = 7'b1000000;
			4'h1: h = 7'b1111001;
			4'h2: h = 7'b0100100;
			4'h3: h = 7'b0110000;
			4'h4: h = 7'b0011001;
			4'h5: h = 7'b0010010;
			4'h6: h = 7'b0000010;
			4'h7: h = 7'b1111000;
			4'h8: h = 7'b0000000;
			4'h9: h = 7'b0010000;
			4'hA: h = 7'b0001000;
			4'hB: h = 7'b0000011;
			4'hC: h = 7'b1000110;
			4'hD: h = 7'b0100001;
			4'hE: h = 7'b0000110;
			4'hF: h = 7'b1111111;  
			default: h = 7'b1111111;
		endcase
	end
endmodule
==> results.json <==
{
  "postSynthAreaPerCell_um2": 8.95,
  "yosysSeqAreaShare_pct": 0,
  "grt_pass1_vias": 1522,
  "startpoint": "hex4hldr[0]",
  "die_h_um": 104,
  "syn2layout_area_growth_pct": 107,
  "routed_wl_um": 4640,
  "fin_crit_ns": 1.57,
  "placed_cell_area_um2": 2230,
  "fin_setup_tns_ns": -2.77,
  "outcome": "complete, but fails checks",
  "netlist_instances": 160,
  "vdd_drop_max_mv": 0.125,
  "rows": 30,
  "ant_nets": 0,
  "grt-ovfl-total": 0,
  "wl_per_cell_um": 12.7,
  "failed_checks": "negative setup slack",
  "p_leak_nw": 1.33,
  "layout_setup_ws_ns": -0.167,
  "rsz0062_at_grt": "yes",
  "cp_top_family": "multiplexers",
  "die_x_um": 104,
  "io_buffer_count": 55,
  "worst_setup_path_start_kind": "input pin",
  "ys.warnings.count": 1,
  "crit_cells": 6,
  "stdcell_area_um2": 2970,
  "grt_util_met2_pct": 12.7,
  "drv_slew": 0,
  "grt_pass1_wl_um": 7370,
  "fill_cells": 599,
  "ys_cells": 160,
  "ff_count": 0,
  "final_hold_viol_count": 0,
  "end_kind": "output pin",
  "gp_congestion": 0.859,
  "endpoint": "HEX4[3]",
  "cpPeakStageDelay_ns": 0.45,
  "use_met3_pct": 1.75,
  "critPathMaxFanout": 6,
  "setup_violations": 25,
  "maxCapViolations": 0,
  "hp-class": "input pin to output pin",
  "drt-pass1-iter-count": 4,
  "grt_max_degree": 10,
  "drcViolationCount": 0,
  "clkbuf_count": 0,
  "drive_gt1_share_pct": 78.5,
  "ioPinCount": 85,
  "met1_usage_pct": 10.9,
  "cp_cell_sequence": "buf_12 > inv_8 > ha_4 > inv_2 > mux4_2 > buf_2",
  "tool_warnings": 62,
  "fp_util_pct": 21.0,
  "antenna_found_initial": 0,
  "initialDrtViolationCount": 25,
  "arrival_ns": 1.29,
  "top_usage_layer": "met2",
  "fin_util_pct": 43.5,
  "grtUsageTotal_pct": 7.79,
  "regArea_um2": 0,
  "powerDensity_nw_per_um2": 283,
  "holdBufCountCts": 0,
  "hpwl_um": 3320,
  "avgViaCountPerCell": 4.13,
  "finalCritPeriodShare_pct": 112,
  "ys_chip_area_um2": 1430,
  "chipArea_um2": 10800,
  "synth_area_um2": 1430,
  "antenna_cells_inserted": 0,
  "yosys.cell_types.count": 21,
  "crit_type": "input pin to output pin",
  "core_um2": 6830,
  "worstPathRequired_ns": 1.12,
  "vias": 1511,
  "crit_buf_inv": 4,
  "cp_slowest_cell": "mux4_2",
  "clock.fmax_mhz": 638
}
## Yosys cell counts, types with 2 or more instances
library cell	instances	area [um^2]
buf_4	18	135
ha_1	30	375
nand2_1	10	37.5
buf_6	8	90.1
mux4_2	14	315
o31ai_1	4	30.0
a21oi_1	8	40.0
a22o_1	4	35.0
nand3b_1	5	37.5
and2_1	3	18.8
a32o_1	2	20.0
inv_1	21	78.8
nor2b_1	5	31.3
nor2_1	13	48.8
mux2i_1	6	60.1
o21ai_0	4	20.0
## what timing repair did
| item | in CTS | in global routing |
|---|---|---|
| gates resized | 328 | 46 |
| endpoints found under the setup margin | 35 | 33 |
| hold endpoints to repair | 0 | 0 |
| buffers inserted | 21 | 9 |
| cloned | 0 | 2 |
| pin swaps | 23 | 18 |
## logic make-up after synthesis
family | share of synthesized area [%]
other | 0.262
adder cells (fa/ha/maj) | 26.2
AND/OR/NAND/NOR | 12.1
buffers and inverters | 21.6
multiplexers | 29.1
AND-OR/OR-AND | 10.7
## layout make-up
cell class                 instances  area [um^2]  area share (%)
multi-input combinational        118         1580            53.3
inverter                          21          144            4.85
timing repair buffer             131         1120            37.8
tap                               96          120            4.05
## cell usage in the layout (no fill, tap or decap), types with 2 or more instances in the layout
cell,instances
o31ai_1,3
a22o_1,4
nand2_1,7
inv_1,6
dlygate4sd2_1,2
inv_6,5
ha_2,5
and2_1,2
nor2_4,3
buf_6,34
a21oi_2,7
clkdlybuf4s15_1,4
o21ai_2,3
clkbuf_2,3
inv_8,5
ha_4,25
buf_12,2
inv_2,4
buf_4,39
nor2_1,8
conb_1,7
mux2i_1,5
mux4_2,15
nand3b_1,5
buf_8,9
nand2_2,3
nor2b_4,4
buf_2,36
nor2_2,2
## worst min path at each step
stage	depth (start not counted)	to	start	slack (ns)
after CTS	0	LEDR[0]	ledrhldr[0]	0.56
after global routing	0	LEDR[2]	ledrhldr[2]	0.56
final	0	LEDR[0]	ledrhldr[0]	0.56
## where the power goes
| group | switching (W) | total (W) | internal, W |
|---|---|---|---|
| Sequential | 0 | 0 | 0 |
| Combinational | 0.000332 | 0.000839 | 0.000507 |
| Clock | 0 | 0 | 0 |
## metal layers
metal  wire [um]  share of wire [%]
met1        2240                 48
met2        2150                 46
met3         249                5.4
met4           0                  0
met5           0                  0
## metrics by stage
stage               total power [W]  std cells  setup WS [ns]  hold WS [ns]
floorplan                  0.000294        166         0.0422         0.594
global placement           0.000656        334          -1.07         0.560
detailed placement         0.000656        334          -1.10         0.560
CTS                        0.000758        355         -0.155         0.560
global route               0.000922        366         -0.213         0.560
finish                     0.000839        366         -0.167         0.560
Power figures rest on the tool's default switching activity, not on a simulated workload.
