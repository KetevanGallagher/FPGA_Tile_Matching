==> ./design.v <==
module TileGenerator(visible, clk, xOrd, yOrd, addrC, readC, vgaR, vgaG, vgaB);
    input [9:0] xOrd, yOrd;
    input [7:0] readC;
	input visible, clk;
    output reg [3:0] addrC;
    output reg [7:0] vgaR, vgaG, vgaB;
	reg tileFlag;
	reg [3:0] tileCounter;
    always @(*)
		begin
            tileFlag <= 1'b0;
            tileCounter <= 4'b0000;
            if (10'd80 < xOrd & 10'd170 > xOrd & 10'd24 < yOrd & 10'd114 > yOrd)
            begin
            tileFlag <= 1'b1;
            tileCounter <= 4'b0000;
            end
            else if (10'd210 < xOrd & 10'd300 > xOrd & 10'd24 < yOrd & 10'd114 > yOrd)
            begin
            tileFlag <= 1'b1;
            tileCounter <= 4'b0001;
            end
            else if (10'd340 < xOrd & 10'd430 > xOrd & 10'd24 < yOrd & 10'd114 > yOrd)
            begin
            tileFlag <= 1'b1;
            tileCounter <= 4'b0010;
            end
            else if (10'd470 < xOrd & 10'd560 > xOrd & 10'd24 < yOrd & 10'd114 > yOrd)
            begin
            tileFlag <= 1'b1;
            tileCounter <= 4'b0011;
            end
            else if (10'd80 < xOrd & 10'd170 > xOrd & 10'd138 < yOrd & 10'd228 > yOrd)
            begin
            tileFlag <= 1'b1;
            tileCounter <= 4'b0100;
            end
            else if (10'd210 < xOrd & 10'd300 > xOrd & 10'd138 < yOrd & 10'd228 > yOrd)
            begin
            tileFlag <= 1'b1;
            tileCounter <= 4'b0101;
            end
            else if (10'd340 < xOrd & 10'd430 > xOrd & 10'd138 < yOrd & 10'd228 > yOrd)
            begin
            tileFlag <= 1'b1;
            tileCounter <= 4'b0110;
            end
            else if (10'd470 < xOrd & 10'd560 > xOrd & 10'd138 < yOrd & 10'd228 > yOrd)
            begin
            tileFlag <= 1'b1;
            tileCounter <= 4'b0111;
            end
            else if (10'd80 < xOrd & 10'd170 > xOrd & 10'd252 < yOrd & 10'd342 > yOrd)
            begin
            tileFlag <= 1'b1;
            tileCounter <= 4'b1000;
            end
            else if (10'd210 < xOrd & 10'd300 > xOrd & 10'd252 < yOrd & 10'd342 > yOrd)
            begin
            tileFlag <= 1'b1;
            tileCounter <= 4'b1001;
            end
            else if (10'd340 < xOrd & 10'd430 > xOrd & 10'd252 < yOrd & 10'd342 > yOrd)
            begin
            tileFlag <= 1'b1;
            tileCounter <= 4'b1010;
            end
            else if (10'd470 < xOrd & 10'd560 > xOrd & 10'd252 < yOrd & 10'd342 > yOrd)
            begin
            tileFlag <= 1'b1;
            tileCounter <= 4'b1011;
            end
            else if (10'd80 < xOrd & 10'd170 > xOrd & 10'd366 < yOrd & 10'd456 > yOrd)
            begin
            tileFlag <= 1'b1;
            tileCounter <= 4'b1100;
            end
            else if (10'd210 < xOrd & 10'd300 > xOrd & 10'd366 < yOrd & 10'd456 > yOrd)
            begin
            tileFlag <= 1'b1;
            tileCounter <= 4'b1101;
            end
            else if (10'd340 < xOrd & 10'd430 > xOrd & 10'd366 < yOrd & 10'd456 > yOrd)
            begin
            tileFlag <= 1'b1;
            tileCounter <= 4'b1110;
            end
            else if (10'd470 < xOrd & 10'd560 > xOrd & 10'd366 < yOrd & 10'd456 > yOrd)
            begin
            tileFlag <= 1'b1;
            tileCounter <= 4'b1111;
            end
        end
        always@(posedge clk) begin     
            addrC <= tileCounter;
        end
        always@(posedge clk) begin	  
            if (!visible) begin
            vgaR <= 8'b00000000;
                vgaG <= 8'b00000000;
                vgaB <= 8'b00000000;
            end
            else
                begin
                if (tileFlag) begin
                    if (!readC[0] & !readC[1])
                    begin
                            vgaR <= 8'b00000000;
                            vgaG <= 8'b00000000;
                            vgaB <= 8'b00000000;
                    end
                    else if (readC[0] & !readC[1])
                    begin
                            vgaR <= 8'b01000000;
                            vgaG <= 8'b01000000;
                            vgaB <= 8'b01000000;
                    end
                    else if (readC[1])
                    begin
                            vgaR <= {readC[7:6], 6'b000000};
                            vgaG <= {readC[5:4], 6'b000000};
                            vgaB <= {readC[3:2], 6'b000000};
                    end
                end
                else begin
                    vgaR <= 8'b11111111;
                    vgaG <= 8'b11111111;
                    vgaB <= 8'b11111111;
                end
                end 
    end
endmodule
module ramModule (clk, resetn, addrA, writeA, weA, readA, addrB, writeB, weB, readB, addrC, writeC, weC, readC);
    input clk, weA, weB, weC, resetn;
    input [3:0] addrA, addrB, addrC;
    input [7:0] writeA, writeB, writeC;
    output reg [7:0] readA, readB, readC;
    reg [7:0] tileRam [0:15];
    initial begin
        tileRam[0] = 8'b00111100;  
        tileRam[1] = 8'b11001000;  
        tileRam[2] = 8'b11100000;  
        tileRam[3] = 8'b11100000;  
        tileRam[4] = 8'b11010000;  
        tileRam[5] = 8'b10001100;  
        tileRam[6] = 8'b11110000;  
        tileRam[7] = 8'b00001100;  
        tileRam[8] = 8'b11001000;  
        tileRam[9] = 8'b11010000;  
        tileRam[10] = 8'b11110000;  
        tileRam[11] = 8'b01110000;  
        tileRam[12] = 8'b10001100;  
        tileRam[13] = 8'b01110000;  
        tileRam[14] = 8'b00111100;  
        tileRam[15] = 8'b00001100;  
    end
    always @(posedge clk) begin
		if(resetn == 1)
		begin
		  tileRam[0] = 8'b00111100;  
        tileRam[1] = 8'b11001000;  
        tileRam[2] = 8'b11100000;  
        tileRam[3] = 8'b11100000;  
        tileRam[4] = 8'b11010000;  
        tileRam[5] = 8'b10001100;  
        tileRam[6] = 8'b11110000;  
        tileRam[7] = 8'b00001100;  
        tileRam[8] = 8'b11001000;  
        tileRam[9] = 8'b11010000;  
        tileRam[10] = 8'b11110000;  
        tileRam[11] = 8'b01110000;  
        tileRam[12] = 8'b10001100;  
        tileRam[13] = 8'b01110000;  
        tileRam[14] = 8'b00111100;  
        tileRam[15] = 8'b00001100;  
		end
		else
		begin
        if (weA) tileRam[addrA] <= writeA;
        readA <= tileRam[addrA];
        if (weB) tileRam[addrB] <= writeB;
        readB <= tileRam[addrB];
        if (weC) tileRam[addrC] <= writeC;
        readC <= tileRam[addrC];
    end
	 end
endmodule
module vgaConnection(clock50MHz, resetn, hSync, vSync, xOrd, yOrd, visible, vgaR, vgaG, vgaB, pixelClkOut);
	 input clock50MHz, resetn;
    output hSync, vSync;
    output [9:0] xOrd, yOrd;
    output visible, pixelClkOut;
    output [7:0] vgaR, vgaG, vgaB;
	 wire [9:0] xCoord, yCoord;
    wire vis;
    wire [9:0] resX, resY;
	assign resX = 10'd640;
	assign resY = 10'd480;
	wire [3:0] addrA, addrB, addrC;
	wire weA, weB, weC;
	wire [7:0] writeA, writeB, writeC, readA, readB, readC;
	assign writeA = 8'b00000000;
	assign writeB = 8'b00000000;
	assign writeC = 8'b00000000;
	assign weA = 1'b0;
	assign weB = 1'b0;
	assign weC = 1'b0;
    vgaDriver vga (clock50MHz, resetn, resX, resY, hSync, vSync, xCoord, yCoord, vis, pixelClkOut);
	ramModule u0(pixelClkOut, addrA, writeA, weA, readA, addrB, writeB, weB, readB, addrC, writeC, weC, readC);
    TileGenerator u1(vis, pixelClkOut, xCoord, yCoord, addrC, readC, vgaR, vgaG, vgaB);
    assign xOrd = xCoord;
    assign yOrd = yCoord;
    assign visible = vis;    
endmodule
module vgaDisplay(CLOCK_50, KEY, VGA_HS, VGA_VS, VGA_R, VGA_G, VGA_B, VGA_CLK, VGA_BLANK_N, VGA_SYNC_N);
    input CLOCK_50;
    input [3:0] KEY;
    output VGA_HS, VGA_VS, VGA_CLK, VGA_BLANK_N, VGA_SYNC_N;
    output [7:0] VGA_R, VGA_G, VGA_B;
    wire resetn = KEY[0];
    wire [9:0] xOrd, yOrd;
    wire visible, pixelClk;  
    wire [7:0] vgaR, vgaG, vgaB;
    vgaConnection vgaTest (CLOCK_50, resetn, VGA_HS, VGA_VS, xOrd, yOrd, visible, vgaR, vgaG, vgaB, pixelClk);
    assign VGA_R = vgaR;
    assign VGA_G = vgaG;
    assign VGA_B = vgaB;
    assign VGA_CLK = pixelClk;
    assign VGA_BLANK_N = visible;
    assign VGA_SYNC_N = 1'b0;
endmodule
module vgaDriver(
    input clock50MHz,                
    input resetn,                    
    input [9:0] resolutionX,         
    input [9:0] resolutionY,         
    output hSync,                    
    output vSync,                    
    output [9:0] xOrd,               
    output [9:0] yOrd,               
    output visible,                  
    output pixelClkOut               
);
    wire [9:0] hFrontPorch = 10'd16;
    wire [9:0] hSyncPulse  = 10'd96;
    wire [9:0] hBackPorch  = 10'd48;
    wire [9:0] vFrontPorch = 10'd10;
    wire [9:0] vSyncPulse  = 10'd2;
    wire [9:0] vBackPorch  = 10'd33;
    wire [9:0] hSyncStart = resolutionX + hFrontPorch;
    wire [9:0] hSyncEnd   = hSyncStart + hSyncPulse;
    wire [9:0] hTotal     = resolutionX + hFrontPorch + hSyncPulse + hBackPorch;
    wire [9:0] vSyncStart = resolutionY + vFrontPorch;
    wire [9:0] vSyncEnd   = vSyncStart + vSyncPulse;
    wire [9:0] vTotal     = resolutionY + vFrontPorch + vSyncPulse + vBackPorch;
    wire pixelClk;
    wire [9:0] xCoord;
    wire [9:0] yCoord;
    wire hEnd;
    wire vis;
    pixelClock pc (.clock(clock50MHz), .resetn(resetn), .pulse(pixelClk));
    hCounter hc (
        .pixelClock(pixelClk), 
        .resetn(resetn),
        .hTotal(hTotal),
        .xOrd(xCoord), 
        .hEnd(hEnd)
    );
    vCounter vc (
        .pixelClock(pixelClk), 
        .resetn(resetn), 
        .hEnd(hEnd),
        .vTotal(vTotal),
        .yOrd(yCoord)
    );
    syncGenerator sg (
        .xOrd(xCoord), 
        .yOrd(yCoord),
        .hVisible(resolutionX),
        .hSyncStart(hSyncStart),
        .hSyncEnd(hSyncEnd),
        .vVisible(resolutionY),
        .vSyncStart(vSyncStart),
        .vSyncEnd(vSyncEnd),
        .hSync(hSync), 
        .vSync(vSync), 
        .visible(vis)
    );
    assign xOrd = xCoord;
    assign yOrd = yCoord;
    assign visible = vis;
    assign pixelClkOut = pixelClk;
endmodule
module pixelClock(
    input clock,
    input resetn,
    output reg pulse             
);
    always @(posedge clock or negedge resetn) begin
        if (!resetn) begin
            pulse <= 0;
        end else begin
            pulse <= ~pulse;
        end
    end
endmodule
module hCounter(
    input pixelClock,
    input resetn,
    input [9:0] hTotal,             
    output reg [9:0] xOrd,          
    output reg hEnd                 
);
    always @(posedge pixelClock or negedge resetn) begin
        if (!resetn) begin
            xOrd <= 10'd0;
            hEnd <= 0;
        end else begin
            if (xOrd == hTotal - 1) begin
                xOrd <= 10'd0;
                hEnd <= 1;
            end else begin
                xOrd <= xOrd + 1;
                hEnd <= 0;
            end
        end
    end
endmodule
module vCounter(
    input pixelClock,
    input resetn,
    input hEnd,                     
    input [9:0] vTotal,             
    output reg [9:0] yOrd           
);
    always @(posedge pixelClock or negedge resetn) begin
        if (!resetn) begin
            yOrd <= 10'd0;
        end else if (hEnd) begin
            if (yOrd == vTotal - 1)
                yOrd <= 10'd0;
            else
                yOrd <= yOrd + 1;
        end
    end
endmodule
module syncGenerator(
    input wire [9:0] xOrd,
    input wire [9:0] yOrd,
    input wire [9:0] hVisible,       
    input wire [9:0] hSyncStart,     
    input wire [9:0] hSyncEnd,       
    input wire [9:0] vVisible,       
    input wire [9:0] vSyncStart,     
    input wire [9:0] vSyncEnd,       
    output reg hSync,                
    output reg vSync,                
    output reg visible               
);
    always @(*) begin
        if (xOrd >= hSyncStart && xOrd < hSyncEnd)
            hSync = 0;
        else
            hSync = 1;
        if (yOrd >= vSyncStart && yOrd < vSyncEnd)
            vSync = 0;
        else
            vSync = 1;
        if (xOrd < hVisible && yOrd < vVisible)
            visible = 1;
        else
            visible = 0;
    end
endmodule
==> ./run.sh <==
#!/bin/bash
# OpenROAD 26Q1-2900-gdf79404cd8, Yosys 0.63+post, stock flow scripts
make -C /OpenROAD-flow-scripts/flow DESIGN_CONFIG=/design/flow/config.mk WORK_HOME=/design/flow/orfs finish
==> ./config.mk <==
export PLATFORM = sky130hd
export DESIGN_NAME = vgaDisplay
export DESIGN_NICKNAME = vgaDisplay
export VERILOG_FILES = /design/flow/design.v
export SDC_FILE = /design/flow/constraint.sdc
export NUM_CORES = 4
export LEC_CHECK = 1
export CORE_AREA = 10 10 100 100
export DIE_AREA = 0 0 110 110
==> ./constraint.sdc <==
current_design vgaDisplay

set clk_period 1.6
set clk_io_pct 0.2

create_clock -name clk0 -period $clk_period [get_ports {CLOCK_50}]

set non_clock_inputs [all_inputs -no_clocks]
set_input_delay [expr $clk_period * $clk_io_pct] -clock clk0 $non_clock_inputs
set_output_delay [expr $clk_period * $clk_io_pct] -clock clk0 [all_outputs]
==> impl_results.rst <==
Run summary
-----------

.. list-table::
   :header-rows: 1

   * - Metric
     - Value
   * - Result of the run
     - finished clean
   * - Pin count of the biggest net entering global routing
     - 27
   * - Starting density of the core
     - between 20% and 30%
   * - Synth top area share
     - between 30 and 40%
   * - Top cells by area
     - dfrtp_1 32%, buf_4 11%, ha_1 5.1%
   * - Post-route clock skew
     - 0 ps
   * - Transition time of the tightest slew-check pin
     - 701 ps
   * - Total detailed-routing wirelength
     - 3410 um
   * - Register pins left without a clock
     - 22
   * - VDD IR-drop max
     - between 0.1 and 0.15 mV
   * - Endpoints failing setup
     - 0
   * - Yosys-reported design area after synthesis
     - between 1500 and 2000 sq um
   * - Fin. max-slew vios
     - 0
   * - Prevailing post-synth register cell
     - dfrtp_1
   * - Part of the Yosys area used for sequential elements
     - between 30% and 40%
   * - Commonest cells post-synth
     - 24 x buf_4, 22 x dfrtp_1, 15 x nand2_1, 15 x nor2_1, 11 x inv_1
   * - Cells along the critical path
     - clkdlybuf4s50_1
   * - Antenna viol nets, final
     - 0
   * - NetSw
     - 10.3 uW
   * - Area Overhead vs Synth
     - 10.7%
   * - Number of flops mapped to enable cells by yosys
     - 0
   * - F_max
     - about 0.83 GHz
   * - Most frequent cell after synthesis
     - buf_4
   * - CP Buf/Inv Count
     - 1
   * - Number of gates resized after CTS
     - 0
   * - Filler cell count
     - ~860
   * - Average cell area after synthesis
     - around 8.5 sq um
   * - Die Ht
     - between 100 and 150 um
   * - Clock insertion delay at the later pin of the skew report
     - 0 ps
   * - Required time at the worst-slack endpoint
     - approximately 1300 ps
   * - Hold Vio Cnt, Final
     - 0
   * - Type of the most critical hold path
     - primary input to asynchronous set/reset pin
   * - Placed cell area
     - 1900 sq um
   * - Net Sw Frac
     - 26.2%
   * - Final Core Density
     - around 24%
   * - Post CTS Setup Buffer Count
     - 0
   * - Number of register bits inferred by synthesis
     - 23
   * - Antenna fix cells
     - 0
   * - Share of cells above drive strength 1
     - 3.09%
   * - Register-to-register setup slack
     - just under 800 ps
   * - Portion of total power attributed to sequential cells
     - 64.2%
   * - Chip footprint
     - approximately 12000 sq um
   * - Placed cell count
     - around 300
   * - Drt first pass iters
     - 4
   * - Static leakage power
     - about 0.00077 uW
   * - Total non-filler cell area in the finished layout
     - roughly 1900 sq um
   * - Critical path launch point
     - vgaTest.vga.pc.pulse
   * - Half-perimeter wire length after placement
     - around 2600 um
   * - Cell with the largest stage delay on the worst path
     - clkdlybuf4s50_1
   * - Yosys cell count
     - between 200 and 250
   * - Fraction of the cycle the final worst path needs
     - 75.4%
   * - CP Max Fanout
     - 5
   * - Top Family by Delay on Critical Path
     - buffers and inverters
   * - Area of the placeable core
     - about 7800 sq um
   * - Arrival @ worst endpoint
     - ~890 ps
   * - Count of endpoints without a timing constraint
     - just under 50
   * - Count of max-cap constraint violations
     - 0
   * - Via density per instance
     - approximately 4.4
   * - Post-route insts no fill
     - between 200 and 300
   * - Remaining max-slew budget at the tightest pin
     - a little over half
   * - Post-synthesis cell count
     - 202
   * - Distinct cell type count of the synthesized netlist
     - 43
   * - Hold Slack
     - roughly 480 ps
   * - Post-synth top area cell
     - dfrtp_1
   * - WL/cell
     - 11.5 um
   * - Launching element type of the critical path
     - flip-flop
   * - Number of global-route vias before repair
     - 1127
   * - Part of the power in the clock network
     - 0%
   * - CTS hold repair buffers
     - 0
   * - Overall via count from detail_route
     - roughly 1300
   * - CTS clock-pin slew for the worst setup and hold paths
     - 0 ps
   * - Peak per-stage delay on the critical path
     - between 400 and 500 ps
   * - Iteration-0 DRC Markers
     - 62
   * - Unrepaired setup endpoints after global routing
     - no
   * - Rows
     - 32
   * - Number of warnings reported in the yosys synthesis log
     - 27
   * - Global-route wire length before repair
     - between 5000 and 6000 um
   * - Int Power
     - ~29 uW
   * - Buffers added on ports
     - 29
   * - Time the final worst path needs with I/O delays and setup
     - 1210 ps
   * - Die width
     - 110 um
   * - Number of antenna violations at the first check in global routing
     - 0
   * - Combinational power share
     - about 36%
   * - Total number of warnings across the stage logs
     - 36
   * - Io pins
     - 34
   * - Capturing element type of the critical path
     - primary output
   * - Setup TNS after final layout
     - 0 ps
   * - Post-synth design cell area
     - roughly 1700 sq um
   * - Critical R2R Launch
     - vgaTest.vga.pc.pulse
   * - Multi-input gate area in the final layout
     - roughly 850 sq um
   * - Classification of the worst setup path
     - flip-flop to primary output
   * - Total area of sequential cells
     - 571 sq um
   * - Count of unresolved DRC violations after routing
     - 0
   * - Remaining Overflow, GRT
     - 0
   * - Weighted congestion reported at the end of routability-driven placement
     - 0.831
   * - Post-synth ARST share
     - a little over nine tenths
   * - Global-route total usage across every layer
     - 5.21%
   * - Cell Pwr Density
     - between 20 and 25 nW/um^2
logic make-up (layout without fill, tap and decap cells):
kind of cell	Yosys count	in the layout	synth area share (%)
flip-flops	23	23	33.3
AND-OR/OR-AND	37	37	13.7
buffers and inverters	50	42	17.0
other	1	1	0.219
XOR/XNOR	14	14	7.16
multiplexers	2	2	1.90
AND/OR/NAND/NOR	68	68	21.5
adder cells (fa/ha/maj)	7	7	5.11
state kept, by name (all words and copies together), names as in the netlist:
name,count
vgaTest.vga.hc.xOrd,10
vgaTest.vga.vc.yOrd,10
vgaTest.u1.vgaR,1
vgaTest.vga.hc.hEnd,1
vgaTest.vga.pc.pulse,1
worst reg2reg max path: stages (launching register included):
cell     delay, ps
dfrtp_1        390
buf_4          240
inv_1           60
cells in the final DEF, fill, tap and decap left out, types with 3 or more instances in the layout:
cell type         n
a21oi_1           9
clkdlybuf4s50_1  29
dfrtp_1          22
ha_1              7
inv_1            11
nand2_1          15
nand2b_1          4
nand3_1           9
nor2_1           15
nor3_1           10
o211ai_1          3
o21ai_0           3
o21ai_1           9
o41ai_1           3
xnor2_1           5
xor2_1            9
per-stage QoR:
| stage | setup WS [ps] | power [uW] |
|---|---|---|
| 5_1_grt | 325 | 41.9 |
| 3_3_place_gp | 364 | 40.3 |
| 4_1_cts | 358 | 40.4 |
| 6_report | 394 | 39.2 |
| 3_5_place_dp | 367 | 40.3 |
| 2_1_floorplan | 732 | 27.1 |
worst paths after layout:
check	to	cells past startpoint
min	vgaTest.vga.pc.pulse	1
min reg2reg	vgaTest.vga.pc.pulse	2
min in group clk0	vgaTest.vga.pc.pulse	2
max	VGA_CLK	1
max reg2reg	vgaTest.vga.pc.pulse	2
max in group asynchronous	vgaTest.vga.pc.pulse	1
per-layer routing:
layer | part of all wire, % | GRT usage, % | up-vias
li1 | - | - | 656
met1 | 49 | 7.96 | 606
met2 | 41 | 8.17 | 41
met3 | 10 | 0.705 | 0
met4 | 0 | 0 | 0
met5 | 0 | 0 | -
power groups by stage:
stage | sequential (uW) | clock, uW | combinational [uW]
after global routing | 25.2 | 0 | 16.7
after CTS | 25.2 | 0 | 15.2
final | 25.2 | 0 | 14.0
final cells by class:
cell class                      instances  share of cell area (%)
Sequential cell                        23                    30.1
Timing Repair Buffer                   31                    16.1
Inverter                               11                    2.18
Tap cell                              102                    6.73
Multi-Input combinational cell        129                    44.9
No activity file was given, so power comes from the tool's default toggle rates.
